`./design.v`:
```
module RAM (
    input  logic         MemWrite,  
    input  logic         CLK,       
    input  logic [31:0]  Address,   
    input  logic [31:0]  WD,        
    output reg   [31:0]  RD         
);
    reg [31:0] memory [0:255];
    initial begin
        memory[0] = 27;
        memory[1] = 28;
        memory[2] = 33;
        memory[3] = 15;
        memory[4] = 10;
    end
    always_ff @(posedge CLK) begin
        if (MemWrite) begin
            memory[Address] <= WD;  
        end
        RD <= memory[Address];     
    end
endmodule
```
`./run.sh`:
```
#!/bin/bash
# OpenROAD 26Q1-2900-gdf79404cd8, Yosys 0.63+post, stock flow scripts
make -C /OpenROAD-flow-scripts/flow DESIGN_CONFIG=/design/flow/config.mk WORK_HOME=/design/flow/orfs finish
```
`./config.mk`:
```
export PLATFORM = sky130hd
export DESIGN_NAME = RAM
export DESIGN_NICKNAME = RAM
export VERILOG_FILES = /design/flow/design.v
export SDC_FILE = /design/flow/constraint.sdc
export NUM_CORES = 4
export LEC_CHECK = 1
export CORE_UTILIZATION = 50
export SYNTH_HDL_FRONTEND = slang
export SYNTH_MEMORY_MAX_BITS = 65536
```
`./constraint.sdc`:
```
current_design RAM

set clk_period 40.0
set clk_io_pct 0.2

create_clock -name clk0 -period $clk_period [get_ports {CLK}]

set non_clock_inputs [all_inputs -no_clocks]
set_input_delay [expr $clk_period * $clk_io_pct] -clock clk0 $non_clock_inputs
set_output_delay [expr $clk_period * $clk_io_pct] -clock clk0 [all_outputs]
```
==> GITHUB_STEP_SUMMARY <==
### Yosys + OpenROAD results

| Metric | Value |
|---|---|
| Worst skew pair latency | between 1000 and 1500 ps |
| Final std cell area, no fill | about 350000 µm² |
| Main area contributors | edfxtp_1, mux4_2, a22oi_1 |
| Status | completed |
| Chip Area, Yosys | between 300000 and 400000 µm² |
| Synthesized registers | ~8200 |
| Wire length per cell | approximately 37 µm |
| 1st-iter DRT viols | about 9100 |
| Flip-flops with a built-in enable | roughly 8200 |
| Commonest cells post-synth | edfxtp_1, mux4_2, a22oi_1, a21oi_1, clkbuf_1 |
| Top cell type's share of synthesized area | about 80% |
| Share of cells above drive strength 1 | roughly 30% |
| Drt pass-1 iters | 9 |
| Ys Warns | 0 |
| Post-synth cell types | 22 |
| Critical R2R Capture | RD[9] |
| Reg2Reg Depth | 6 |
| CP Capture Point | RD[0] |
| Worst slew pin tran | about 1400 ps |
| Vias in the first global route | approximately 170k |
| Die Wd | between 700 and 800 µm |
| Mapped Cells | approximately 13000 |
| Gp weighted congestion | about 0.93 |
| R2r startpoint | memory[47][9] |
| Main flop type | edfxtp_1 |
| Max Cap Viol | 0 |
| CTS tree | done |
| Type of the most critical hold path | register to register |
| CTS max path bufs | 4 |
| Total grt overflow | 0 |
| HPWL Detailed | approximately 470000 µm |
| Post-route insts no fill | around 23000 |
| Slew Viols, Final | 0 |
| # resized after CTS | 0 |
| Peak supply drop | 49.4 µV |
| DP Area | between 300000 and 400000 µm² |
| Vias | between 100k and 150k |
| Final setup violation count | 0 |
| Vias per cell | about 6.3 |
| Initial antenna violation count | 34 |
| Chip area | between 600000 and 700000 µm² |
| Crit path kind | input pin to register |
| Crit path capture type | register |
| Input/output buffers | around 73 |
| Seq/Total Area, Yosys | around four fifths |
| Gr usage total | a little under a third |
| Die y size | between 700 and 800 µm |
| Hold Vio Cnt, Final | 0 |
| CTS sink count | around 8200 |
| Initial Util | around half |
| Core outline area | 615000 µm² |
| Crit path DAT | around 15000 ps |
| CP Launch Type | input pin |
| Max_slew headroom | under 10% |
| FFs w/ async S/R, synth | 0% |
| R2r setup slk | approximately 37000 ps |
| I/O Pins | roughly 98 |
| Clk_skew | 98.1 ps |
| Max Clk Rate | around 70 MHz |
| Hold-fix buffers, CTS | 0 |
| Largest net degree at the start of global routing | between 100 and 150 |
| Final setup TNS | 0 ps |
| Placed instance count | 21300 |
| First-pass GRT wire length | between 1000000 and 1500000 µm |
| Fin util | between 50% and 60% |
| Critical Path Start | Address[0] |
| Routed wire length | 848000 µm |
| CTS H-tree lvls | 6 |
| RSZ-0062 raised after global routing | no |
| Detail Route Antenna Nets | 0 |
| Drt drc | 0 |
| Tmin final | 14350 ps |
| Leak | between 100 and 150 nW |
| Cell taking the most area after synthesis | edfxtp_1 |
| Req. time, crit path | 41020 ps |
| Cts bufs inserted | 800 |
| Ys cells | roughly 13000 |
| Post-Syn Area per Cell | between 20 and 25 µm² |
| Crit share post-route | ~36% |
| CP Max Fanout | 39 |
| OpenROAD warning count | 53 |
| Total power divided by cell area | 50.4 nW/µm² |
| Count leader, synth | edfxtp_1 |
| Area delta synth->final | 13.8% |
| Post-CTS Setup Inserts | 0 |
| Root Buffer | clkbuf_16 |
| Clock-pin transition on the worst setup and hold timing paths | 60 ps |
| Mapped Area | about 300000 µm² |
| Num rows | ~290 |
## worst max-delay path, stage by stage
cell,delay [ps]
buf_16,300
buf_4,530
buf_4,610
buf_4,570
buf_4,620
buf_4,530
buf_4,620
buf_4,670
mux4_2,580
a22oi_1,230
a21oi_1,200
o41ai_1,1270
buf_4,280
nand4_1,100
## placed cells by master (no fill, tap or decap), types with 30 or more instances in the layout
cell / count
a21oi_1: 512
a22oi_1: 1024
buf_4: 806
buf_8: 32
bufinv_16: 70
clkbuf_1: 181
clkbuf_16: 813
clkdlybuf4s50_1: 39
clkinv_1: 194
clkinv_2: 143
dfxtp_1: 32
diode_2: 52
edfxtp_1: 8192
mux4_2: 2048
nand4_1: 32
nor2_4: 228
nor3_2: 30
o41ai_1: 46
o41ai_2: 82
## per-layer routing
layer / vias to the layer above / wire (µm) / part of all wire [%] / global-route usage [%]
li1: 58800 / - / - / -
met1: 72500 / 221000 / 26 / 32.9
met2: 11900 / 387000 / 46 / 42.4
met3: 1574 / 195000 / 23 / 31.4
met4: 73 / 40700 / 4.8 / 10.8
met5: - / 4630 / 0.55 / 5.27
## final cells by class
class | instances | area [µm²]
fillers | 42600 | 264000
inverters | 1 | 3.75
repair buffers | 889 | 7180
flip-flops and latches | 8224 | 247000
multi-input cells | 4066 | 61600
well taps | 8120 | 10200
clock inverters | 484 | 4720
diodes | 52 | 130
clock buffers | 998 | 21100
## cells by family after synthesis
family / synth area share, %
muxes: 14.9
DFF: 79.8
buffers and inverters: 1.09
AOI/OAI and AO/OA: 3.68
and+or+nand+nor: 0.489
## report_power, final
group          switching, mW  internal [mW]  total [mW]
combinational          0.541          0.275       0.816
clock                   3.18           4.19        7.37
sequential            0.0272           9.50        9.53
## flip-flops by register name, summed over array words and instances, names as in the netlist
register  flops
RD           32
memory     8192
## through the flow
step	worst slack, ps	hold WS (ps)	power, mW
CTS	25170	927	17.8
global placement	23980	926	10.5
floorplan	28120	819	10.1
global route	25040	989	18.2
detailed placement	23890	913	10.5
finish	25650	927	17.7
## how the worst min path moves through the flow
stage	endpoint	start	slack [ps]	cells after the start
4_1_cts	RD[19]	memory[242][19]	930	5
5_1_grt	RD[19]	memory[242][19]	990	5
6_report	RD[17]	memory[215][17]	930	5
Power figures rest on the tool's default switching activity, not on a simulated workload.
