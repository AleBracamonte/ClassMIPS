### /design/flow/design.v
module ALU (
    input  logic [31:0] A,           
    input  logic [31:0] B,           
    input  logic [3:0] alu_control,  
    output logic [31:0] result,      
    output logic        zero_flag    
);
    assign zero_flag = (result == 0);
    always @* begin
        case (alu_control)
            4'b0000: result = A & B;          
            4'b0001: result = A | B;          
            4'b0010: result = A + B;          
            4'b0110: result = A - B;          
            4'b0111: result = (A < B) ? 1 : 0;  
            4'b1100: result = ~(A | B);       
            4'b1000: result = B << 16;        
            4'b1000: result = A * B;          
            4'b1010: result = A / B;          
            4'b1011: result = A % B;          
            default: result = 0;              
        endcase
    end
endmodule
### /design/flow/run.sh
#!/bin/bash
# OpenROAD 26Q1-2900-gdf79404cd8, Yosys 0.63+post, stock flow scripts
make -C /OpenROAD-flow-scripts/flow DESIGN_CONFIG=/design/flow/config.mk WORK_HOME=/design/flow/orfs finish
### /design/flow/config.mk
export PLATFORM = sky130hd
export DESIGN_NAME = ALU
export DESIGN_NICKNAME = ALU
export VERILOG_FILES = /design/flow/design.v
export SDC_FILE = /design/flow/constraint.sdc
export NUM_CORES = 4
export LEC_CHECK = 1
export CORE_UTILIZATION = 40
export SYNTH_HDL_FRONTEND = slang
### /design/flow/constraint.sdc
current_design ALU

set clk_period 325.5
set clk_io_pct 0.2

create_clock -name clk0 -period $clk_period

set non_clock_inputs [all_inputs -no_clocks]
set_input_delay [expr $clk_period * $clk_io_pct] -clock clk0 $non_clock_inputs
set_output_delay [expr $clk_period * $clk_io_pct] -clock clk0 [all_outputs]
==> flow_summary.json <==
{
  "status": "complete, but fails checks",
  "violations": "capacitance limit, slew limit",
  "final_layout_size_suffix_gt1_frac": 0.06450,
  "lay_top_count": "ha_1",
  "finalCriticalPeriod_ps": 221260,
  "ys_area_sq_um": 37610,
  "dp_hpwl_microns": 171300,
  "timing.hold.ws_ps": 131320,
  "warning_count": 97,
  "peakVddDrop_v": 0.000001195,
  "gp_congestion": 1.112,
  "first_iter_violations": 5684,
  "grt_max_degree": 48,
  "areaGrowthSynthToFinish_pct": 8.526,
  "placed_cell_area_sq_um": 40800,
  "worst_pin_slew_ps": 1526,
  "finalSetupTns_ps": 0,
  "die_h_microns": 308.6,
  "fp_util": 0.4036,
  "portBuffers": 101,
  "synth_warnings": 0,
  "cp_slowest_cell": "a31oi_1",
  "grt_pass1_vias": 42260,
  "drc": 0,
  "setup.worst_path.start_class": "input port",
  "rows": 112,
  "viasPerCell": 6.733,
  "cts_resized": 0,
  "ys_types": 98,
  "p_int_mw": 0.03817,
  "final-max-slew-violation-count": 4,
  "dieArea_sq_um": 95260,
  "via_count": 47190,
  "clockBufferCount": 0,
  "arrival_ps": 156160,
  "finalSetupViolCount": 0,
  "post_cts_buffers": 0,
  "final_cell_area_sq_um": 40820,
  "rsz0062_at_grt": "false",
  "critical_path.max_stage_delay_ps": 1190,
  "max_freq_ghz": 0.004520,
  "finalClockPeriodUsage": 0.6797,
  "switching_share": 0.6354,
  "path_max_fanout": 41,
  "hold_class": "in2out",
  "seq_area_sq_um": 0,
  "grt_usage": 0.4308,
  "postCtsHoldBufs": 0,
  "relSlewSlack": -0.02209,
  "area.combinational_sq_um": 36010,
  "avgSynthCellArea_sq_um": 6.622,
  "drtAntennaViolNets": 0,
  "finalPower_mw": 0.1047,
  "yosysTopAreaCell": "ha_1",
  "worstPathRequired_ps": 260400,
  "top_cell_area_share": 0.2076,
  "syn_inst": 5680,
  "ys_cells": 5680,
  "antenna_found_initial": 6,
  "drt_wl_total_microns": 208900,
  "power.leakage_nw": 18.04,
  "finalHoldViolations": 0,
  "drv_cap": 1,
  "grt_overflow_total": 0,
  "final_cell_mix": "ha_1, nor2_1, nand2_1",
  "cp_common_cell": "ha_1",
  "core_area_sq_um": 93190,
  "ys_seq_frac": 0,
  "fp.dieW_microns": 308.6,
  "post_drt_wl_per_cell_microns": 29.80,
  "fill_cells": 9844,
  "critPathKind": "in2out",
  "grt_pass1_wl_microns": 297400,
  "syn_area_sq_um": 37610,
  "first_pass_iters": 6,
  "timing.critical_path.to_type": "output port",
  "io_pins": 101,
  "flops": 0,
  "synth.area.top_cells": "ha_1, a21oi_1, nor2_1, nand2_1, xnor2_1",
  "p_sw_mw": 0.06654,
  "p_per_area_nw_per_um2": 2.566
}
[stage by stage]
step,std cells,utilization,worst slack [ps]
3_3_place_gp,7003,0.4375,105510
5_1_grt,7007,0.4380,100700
4_1_cts,7005,0.4378,107470
3_5_place_dp,7005,0.4378,107780
2_1_floorplan,5680,-,125140
6_report,7008,0.4380,104240
[Yosys cell counts, types with 57 or more instances]
cell type and instances:
a211oi_1 87, a21o_1 186, a21oi_1 515, a31oi_1 87, and3_1 57, clkbuf_1 165
ha_1 624, inv_1 252, nand2_1 576, nand3_1 162, nand4_1 82, nor2_1 587
nor3_1 207, o211ai_1 92, o21a_1 131, o21ai_0 326, o21bai_1 60, or3_1 73
xnor2_1 226, xor2_1 139
[worst max-delay path: cells and delay by family]
kind / cells / cell delay [ps]
compound gates: 128 / 43350
fa+ha+maj: 31 / 10260
buf+inv: 36 / 9850
mux: 4 / 1550
simple gates: 91 / 25620
[cells by family (layout without fill, tap and decap cells)]
group,count (synthesis),count (layout),synth area share
other,0,2,0
adders and majority gates,627,627,0.2092
AOI/OAI and AO/OA,2071,2071,0.3738
and+or+nand+nor,2086,2086,0.2641
xor gates and xnor gates,365,365,0.08500
buffers and inverters,451,523,0.04551
muxes,80,80,0.02242
[path summary, 6_finish.rpt]
path / startpoint / to / slack (ps) / cells past startpoint
worst max-delay path: B[27] / zero_flag / 104240 / 290
worst min-delay path: alu_control[2] / result[26] / 131320 / 6
[final cells by class]
cell class | instances | area share
tap | 1254 | 0.03844
multi-input combinational | 5229 | 0.8823
timing repair buffer | 270 | 0.05588
antenna | 2 | 0.0001226
inverter | 253 | 0.02327
[metal layers]
| layer | routed length (microns) | global-route usage |
|---|---|---|
| met1 | 88360 | 0.5982 |
| met2 | 86230 | 0.6374 |
| met3 | 22460 | 0.09460 |
| met4 | 11720 | 0.1874 |
| met5 | 93 | 0 |
