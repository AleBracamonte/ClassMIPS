==> /design/flow/design.v <==
module RegisterFile (
    input           CLK,       
    input           WE3,       
    input  [4:0]    A1, A2,    
    input  [4:0]    A3,        
    input  [31:0]   WD3,       
    output reg [31:0] RD1,     
    output reg [31:0] RD2      
);
    reg [31:0] registers [0:31];  
    always @(posedge CLK) begin
        if (WE3) begin
            registers[A3] <= WD3;  
        end
    end
    assign RD1 = (A1 != 0) ? registers[A1] : 0;  
    assign RD2 = (A2 != 0) ? registers[A2] : 0;  
endmodule
==> /design/flow/run.sh <==
#!/bin/bash
# OpenROAD 26Q1-2900-gdf79404cd8, Yosys 0.63+post, stock flow scripts
make -C /OpenROAD-flow-scripts/flow DESIGN_CONFIG=/design/flow/config.mk WORK_HOME=/design/flow/orfs finish
==> /design/flow/config.mk <==
export PLATFORM = sky130hd
export DESIGN_NAME = RegisterFile
export DESIGN_NICKNAME = RegisterFile
export VERILOG_FILES = /design/flow/design.v
export SDC_FILE = /design/flow/constraint.sdc
export NUM_CORES = 4
export LEC_CHECK = 1
export CORE_UTILIZATION = 30
export SYNTH_HDL_FRONTEND = slang
==> /design/flow/constraint.sdc <==
current_design RegisterFile

set clk_period 7.5
set clk_io_pct 0.2

create_clock -name clk0 -period $clk_period [get_ports {CLK}]

set non_clock_inputs [all_inputs -no_clocks]
set_input_delay [expr $clk_period * $clk_io_pct] -clock clk0 $non_clock_inputs
set_output_delay [expr $clk_period * $clk_io_pct] -clock clk0 [all_outputs]
==> run summary <==
Here are the numbers from the latest Yosys + OpenROAD run.

The flow ran to the end, and the final reports show no timing, DRC or antenna violations. The part of the total power dissipated in the clock network came out at 0.402. The switching power summed over all nets came out at 0.002859 W. The switching part of the total is 0.2257. The flip-flop cell with the highest count after synthesis is edfxtp_1. The count of fill cells added during filler insertion came out at 14160. The power per standard cell area is 232.2 mW/mm^2. The number of different library cells used by synthesis comes to 40. The cell count listed in synth_stat.txt came out at 2400.

The weighted congestion at the end of routability-driven global placement came out at 0.9326. The warning count from the yosys run came out at 0. The number of antenna violations at the first check in global routing came out at 9. Per STA, the endpoint of the critical path is RD2[9]. The max-slew violation count came out at 0. The depth of the CTS H-tree is 3. For this run, the total global-route usage over all layers was measured as 0.2043. The synthesis run shows the most used standard cells to be edfxtp_1 (1024), mux4_2 (425), mux2i_1 (183). The floorplan core density came out at 0.3034. The static leakage power came out at 17.21 nW. The critical setup path kind is in2out.

The fraction of power consumed by sequential logic came out at 0.505. Per STA, the worst path is made up of clkdlybuf4s50_1, or3_2, buf_4, o22ai_1, a2111oi_0, nor3_1, buf_4, clkdlybuf4s50_1. The violation count after the first detailed-routing iteration came out at 1669.

The achievable clock frequency came out at 148.1 MHz. After detailed routing, the average wire length per cell comes to 31.79 microns. The ratio of routed vias to standard cells came out at 5.621. The die height is 397.6 microns. The detail route stage leaves a number of antenna-violating nets equal to 0.

The number of synthesized register bits came out at 1024. The async set or reset register ratio after synthesis came out at 0. The library cell used as clock root buffer is clkbuf_16. The area of the placeable core came out at 0.1548 sq mm.

The via total after detailed routing is 26440. STA classifies the critical path endpoint as a primary output. The minimum clock period after layout came out at 6.752 ns. The site row count came out at 144. The largest vdd supply drop came out at 0.1799 mV. The pin count of the biggest net entering global routing is 74. The global-route wire length before repair came out at 213.0 mm. The stage-log warning count is 26. The data required time at the worst endpoint came out at 6.00 ns. The instance count of the mapped netlist is 2400. The number of instances resized during post-cts repair is 0. The area fraction of the dominant cell type after synthesis came out at 0.6548.

The part of the Yosys area used for sequential elements came out at 0.6548. The number of global-route vias before repair came to 29630. The slowest stage of the critical path is the or3_2 cell.

The top-level port count is 113. The longest clock path from root to sink contains 3 buffers. For this run, the detailed router's first-pass iteration total came to 5. The clock sink count came out at 1024.

Input and output buffers added on the ports amount to 112. The yosys synthesis chip area is 0.04696 sq mm. Compared with the post-synthesis result, the final layout area differs by 16.18%. Per the GRT congestion report, total overflow comes to 0. The average cell area after synthesis is 19.57 sq um. After synthesis the cells add up to 0.04696 sq mm.

The total internal power is 0.009808 W. The count of buffers added by post-CTS timing repair for setup is 0. The wire length recorded after detailed routing is 149.5 mm. Sorting the Yosys area breakdown by cell type puts at the top edfxtp_1.

The total of endpoints with negative setup slack in the final report came out at 0. The placed wire-length estimate after detailed placement is 92.72 mm. The fraction of final layout cells with drive strength greater than 1 came out at 0.2939. The final hold violation count recorded for this run is 0. The most frequently used library cell after synthesis is edfxtp_1.

The period utilization is 0.9002. After synthesis, the cell types taking the most area are edfxtp_1 (65%), mux4_2 (20%), mux2i_1 (3.9%). The maximum single-stage delay on the critical path came out at 0.86 ns. The number of clock buffers added by TritonCTS is 105.

The part of the total power dissipated in combinational logic came out at 0.093. The full die area is 0.1581 sq mm. The transition time at the pin with the least slew margin is 1.036 ns.

The setup total negative slack came out at 0 ns. The arrival time of the worst setup path is 5.25 ns. According to the timing report, the critical path is launched from A2[3]. The die width came out at 397.6 microns. Max-cap violations in this run came to 0. In the final layout, the registers with the most flip-flops are registers (1024).

The TritonCTS clock tree is built. In the CTS report, the clock slew at the register clock pins of the worst setup and hold paths is listed as 0.06 ns. The headroom to the max-slew limit came out at 0.3039. Setup repair after global routing left no endpoint under its margin.

The highest net fanout along the worst path is 23. The number of enable flip-flop cells is 1024. The number of flip-flops under the largest register name is 1024. The core utilization of the finished layout came out at 0.3525. The residual DRC count came out at 0. The number of buffers inserted by hold repair at cts came out at 0. STA classifies the critical path startpoint as an input port. The most flop-heavy register is registers. The type recorded for the worst min-delay path is in2reg.
stage by stage:
stage	hold WS, ns	std cells	cell area [sq um]	setup slack (ns)	total power (W)
2_1_floorplan	1.599	2400	46960	2.932	0.007121
3_3_place_gp	2.328	4510	51230	0.9218	0.007684
3_5_place_dp	2.325	4510	51230	0.8677	0.007684
4_1_cts	1.594	4701	54550	0.8736	0.01274
5_1_grt	1.621	4702	54550	0.6386	0.01304
6_report	1.620	4704	54560	0.7484	0.01267
routing by layer:
metal	vias to the layer above	part of all wire	GRT usage
met4	29	0.026	0.04183
li1	10780	-	-
met1	13270	0.31	0.2153
met5	-	0.0063	0.04752
met3	247	0.21	0.1854
met2	2111	0.45	0.2984
layout make-up:
cell class	instances	area, sq um	area share
well taps	2044	2557	0.04688
inverters	25	98.84	0.001812
multi-input cells	1150	15430	0.2828
flip-flops and latches	1024	30750	0.5636
clock inverters	62	514.2	0.009426
clock buffers	129	2803	0.05137
diodes	3	7.507	0.0001376
repair buffers	267	2397	0.04394
logic make-up after synthesis:
| group | synth area share |
|---|---|
| buffers and inverters | 0.02313 |
| DFF | 0.6548 |
| AOI/OAI and AO/OA | 0.05409 |
| and+or+nand+nor | 0.01940 |
| muxes | 0.2486 |
worst max-delay path, delay by kind of cell:
kind	cells	cell delay, ns
AND/OR/NAND/NOR	2	1.71
AND-OR/OR-AND	2	0.24
buffers and inverters	4	1.75
power groups by stage:
stage | Combinational, W | Sequential, W | Clock, W
4_1_cts | 0.00117 | 0.00640 | 0.00517
5_1_grt | 0.00125 | 0.00640 | 0.00539
6_report | 0.00117 | 0.00640 | 0.00510
worst min-delay path by stage:
| stage | startpoint | to | slack (ns) | cells after the start |
|---|---|---|---|---|
| 4_1_cts | WD3[25] | registers[2][25]$_DFFE_PP_ | 1.59 | 2 |
| 6_report | WD3[25] | registers[2][25]$_DFFE_PP_ | 1.62 | 2 |
| 5_1_grt | WD3[25] | registers[24][25]$_DFFE_PP_ | 1.62 | 2 |
layout by cell type, fill, tap and decap left out, drive strengths merged, types with 2 or more instances in the layout:
cell	instances
nor4	9
a21oi	46
mux4	425
nand2	65
a221oi	23
nand2b	3
edfxtp	1024
a32o	9
mux2	24
clkinvlp	3
a211o	23
diode	3
or3b	5
buf	162
nand3	4
clkbuf	129
nor2	35
a22o	62
nand3b	7
o22ai	55
clkinv	48
inv	27
a2111oi	31
or3	2
clkdlybuf4s50	105
and2	13
nor2b	8
bufinv	9
nor3	33
a211oi	47
mux2i	183
o221ai	31
Power is estimated from default activity; no workload was simulated.
